[config.mk]
export PLATFORM = sky130hd
export DESIGN_NAME = clock_divisor
export DESIGN_NICKNAME = clock_divisor
export VERILOG_FILES = /design/flow/design.v
export SDC_FILE = /design/flow/constraint.sdc
export NUM_CORES = 4
export LEC_CHECK = 1
export CORE_UTILIZATION = 30
[constraint.sdc]
current_design clock_divisor

set clk_period 4.5
set clk_io_pct 0.2

create_clock -name clk0 -period $clk_period [get_ports {clk}]

set non_clock_inputs [all_inputs -no_clocks]
set_input_delay [expr $clk_period * $clk_io_pct] -clock clk0 $non_clock_inputs
set_output_delay [expr $clk_period * $clk_io_pct] -clock clk0 [all_outputs]
[run.sh]
#!/bin/bash
# OpenROAD 26Q1-2900-gdf79404cd8, Yosys 0.63+post, stock flow scripts
make -C /OpenROAD-flow-scripts/flow DESIGN_CONFIG=/design/flow/config.mk WORK_HOME=/design/flow/orfs finish
[design.v]
module clock_divisor(clk1, clk, clk22, clk_10Hz, clk_1Hz, clk_2k, clk_100, count_5M);
input clk;
output clk1;
output clk22;
output reg clk_1Hz;
output reg clk_10Hz;
output reg clk_2k;
output reg clk_100;
output reg [26:0] count_5M;
reg [21:0] num;
wire [21:0] next_num;
reg clk_10Hz_next;
reg [26:0] count_5M_next;
always @(posedge clk) begin
  num <= next_num;
end
assign next_num = num + 1'b1;
assign clk1 = num[1];
assign clk22 = num[21];
always@* begin
    if (count_5M == 27'd5000000 - 1'd1) begin
        count_5M_next = 27'd0;
        clk_10Hz_next = ~clk_10Hz;
    end
    else begin
        count_5M_next = count_5M + 1'b1;
        clk_10Hz_next = clk_10Hz;
    end
end
always @(posedge clk) begin
    count_5M <= count_5M_next;
    clk_10Hz <= clk_10Hz_next;
end
reg [26:0] cnt_50M_next, cnt_50M;
reg clk_1Hz_next;
always@* begin
    if (cnt_50M == 27'd50000000 - 1'd1) begin
        cnt_50M_next = 27'd0;
        clk_1Hz_next = ~clk_1Hz;
    end
    else begin
        cnt_50M_next = cnt_50M + 1'd1;
        clk_1Hz_next = clk_1Hz;
    end
end
always@(posedge clk) begin
    clk_1Hz = clk_1Hz_next;
    cnt_50M = cnt_50M_next;
end
reg [26:0] count_500K, count_500K_next;
reg clk_100_next;
always @*
  if (count_500K == 27'd500000)
  begin
    count_500K_next = 27'd0;
    clk_100_next = ~clk_100;
  end
  else
  begin
    count_500K_next = count_500K + 1'b1;
    clk_100_next = clk_100;
  end
always @(posedge clk) begin
    count_500K <= count_500K_next;
    clk_100 <= clk_100_next;
end
reg [14:0] count_25K, count_25K_next;
reg clk_2k_next;
always @*
  if (count_25K == 15'd15000)
  begin
    count_25K_next = 15'd0;
    clk_2k_next = ~clk_2k;
  end
  else
  begin
    count_25K_next = count_25K + 1'b1;
    clk_2k_next = clk_2k;
  end
always @(posedge clk) begin
    count_25K <= count_25K_next;
    clk_2k <= clk_2k_next;
end
endmodule
==> results.sh <==
# flow metrics
export IMPL_outcome="complete, no violations"
export IMPL_r2r_start="count_25K[0]"
export IMPL_grt_setup_unrepaired="no"
export IMPL_setup_viol=0
export IMPL_start_kind="flip-flop"
export IMPL_edf_count=4
export IMPL_drive_above_1_share=0.0783
export IMPL_drt_total_wl_um=10100
export IMPL_syn_avg_cell_area_um2=9.49
export IMPL_std_cell_rows=48
export IMPL_die_h_um=135
export IMPL_path_buffers=1
export IMPL_finalMaxSlewViolations=0
export IMPL_postLayoutCoreUtil=0.375
export IMPL_drtIter0Drc=296
export IMPL_ff_type="dfxtp_1"
export IMPL_power_density_nw_per_um2=381
export IMPL_netlist_area_um2=5270
export IMPL_fin_crit_sh=0.545
export IMPL_cp_max_fo=12
export IMPL_insertion_delay_ps=400
export IMPL_max_cap_violations=0
export IMPL_antenna_diode_count=0
export IMPL_fillers=1639
export IMPL_floorplan_core_util=0.306
export IMPL_first_global_vias=3863
export IMPL_boundaryPins=34
export IMPL_async_reset_ff_frac=0
export IMPL_fmax_mhz=408
export IMPL_num_vias=4086
export IMPL_postCtsSetupBuffers=0
export IMPL_topCellsByArea="dfxtp_1 (45%), xnor2_1 (9.5%), xor2_1 (4.8%)"
export IMPL_cts_resized=0
export IMPL_crit_family="flip-flops"
export IMPL_grt_pass1_wl_um=17700
export IMPL_htreeDepth=4
export IMPL_final_hold_viol_count=0
export IMPL_first_pass_iters=4
export IMPL_top_layer="met4"
export IMPL_yosys_stat_seqShare=0.471
export IMPL_endpoint_kind="output port"
export IMPL_hold_path_class="flip-flop to flip-flop"
export IMPL_top_area_frac=0.448
export IMPL_comb_area_um2=2650
export IMPL_grt_max_degree=17
export IMPL_slowest_stage="dfxtp_1"
export IMPL_cts_tree="done"
export IMPL_antenna_found_initial=0
export IMPL_startpoint="count_5M[6]"
export IMPL_ant_nets=0
export IMPL_ys_area_um2=5270
export IMPL_timing_slew_headroom=0.407
export IMPL_track_usage=0.119
export IMPL_warning_count=27
export IMPL_critPathKind="flip-flop to output port"
export IMPL_synthCells=555
export IMPL_worstHoldStart="num[0]"
export IMPL_met2_length_um=4380
export IMPL_total_power_mw=2.46
export IMPL_hpwl_um=6660
export IMPL_core_area_um2=17200
export IMPL_final_seq_area_um2=2480
export IMPL_dr_wl_met3_um=460
export IMPL_tightestPinTransition_ps=881
export IMPL_synth_area_leader_cell="dfxtp_1"
export IMPL_avgRoutedWirePerCell_um=12.1
export IMPL_fin_setup_tns_ps=0
export IMPL_worstPathArrival_ps=1550
export IMPL_synth_cell_type_count=48
export IMPL_cts_root_buf="clkbuf_16"
export IMPL_grt_ovfl_total=0
export IMPL_dieWidth_um=135
export IMPL_clock_tree_buffer_depth=2
export IMPL_min_period_ps=2450
export IMPL_worst_hold_slack_ps=412
export IMPL_ir_drop_uv=243
export IMPL_yosys_cells=555
export IMPL_vias_per_cell=4.88
export IMPL_most_common_cell="dfxtp_1"
export IMPL_ys_warnings_count=1
export IMPL_synth_seq_cells=122
export IMPL_cts_hold_buffers=0
export IMPL_place_congestion=0.835
export IMPL_clkSlewWorstSetupHoldPaths_ps=50
export IMPL_synthTopCellsByCount="dfxtp_1 (118), xnor2_1 (57), nor2_1 (48), nand3_1 (46), nand4_1 (39)"
export IMPL_max_stage_delay_ps=590
export IMPL_portBuffers=33
export IMPL_synthToLayoutAreaGrowth_pct=22.6
export IMPL_leakagePower_nw=2.22
export IMPL_cts_sinks=122
export IMPL_fin_skew_ps=5.77
export IMPL_dieArea_um2=18100
export IMPL_numCtsBuffers=17
export IMPL_crit_required_ps=3600
export IMPL_route_detailed_drc=0
export IMPL_path_cells="clkdlybuf4s50_1"
export IMPL_met1_length_um=5200
[final timing paths]
check,end,slack (ps),cells past startpoint
setup / recovery,count_5M[6],2050,1
hold / removal,num[0],410,1
setup reg to reg,count_25K[13],2080,7
hold reg to reg,num[0],410,1
[logic make-up (layout without fill, tap and decap cells)]
| group | after synthesis | in the layout | share of synthesized area |
|---|---|---|---|
| AND/OR/NAND/NOR | 264 | 264 | 0.286 |
| XOR/XNOR | 86 | 86 | 0.143 |
| multiplexers | 7 | 7 | 0.0135 |
| buffers and inverters | 34 | 92 | 0.0256 |
| adder cells (fa/ha/maj) | 7 | 7 | 0.0166 |
| AND-OR/OR-AND | 35 | 35 | 0.0444 |
| flip-flops | 122 | 122 | 0.471 |
[layout make-up]
cell class                      count  share of cell area
Clock buffer                       24              0.0761
Clock inverter                      8              0.0178
Inverter                           25              0.0145
Multi-Input combinational cell    399               0.410
Sequential cell                   122               0.384
Tap cell                          225              0.0436
Timing Repair Buffer               35              0.0534
[cell usage in the layout, fill, tap and decap left out, types with 5 or more instances in the layout]
master and n:
nand2_1 37, nand4_1 39, and4_1 7, and3_1 14
o21ai_0 9, xnor2_1 57, clkinv_2 5, clkbuf_16 17
inv_1 25, xor2_1 29, clkdlybuf4s50_1 33, nor3_1 12
nor2b_1 8, nand3_1 46, or3_1 6, a21oi_1 10
nor2_1 48, ha_1 7, nor4_1 18, dfxtp_1 118
mux2i_1 6, nor4b_1 5
[power by group]
| part | internal [mW] | switching, mW |
|---|---|---|
| clock | 0.924 | 0.454 |
| sequential | 1.09 | 0 |
| combinational | 0 | 0 |
[stage by stage]
stage,std cells,instance area (um2),setup WS [ps]
2_1_floorplan,555,5270,2590
3_3_place_gp,806,5850,2190
3_5_place_dp,806,5850,2100
4_1_cts,838,6460,2040
5_1_grt,838,6460,1950
6_report,838,6460,2050
[sequential cells by signal (all words and copies together), names as in the netlist]
register,flops
count_500K,27
cnt_50M,27
clk_10Hz,1
count_5M,27
clk_1Hz,1
count_25K,15
num,22
clk_2k,1
clk_100,1
[layer usage]
| metal | vias to the layer above | global-route usage |
|---|---|---|
| met2 | 95 | 0.176 |
| met4 | 0 | 0.0131 |
| met3 | 8 | 0.0253 |
| met5 | - | 0 |
| met1 | 1902 | 0.189 |
| li1 | 2081 | - |
